--- design.v ---
`timescale 1ns / 1ps
`timescale 1ns / 1ps
`timescale 1ns / 1ps
`timescale 1ns / 1ps
`timescale 1ns / 1ps
`timescale 1ns / 1ps
module mem_stage(
    input reset,
    input [4:0] rd_addr_mem,  
    input rd_we_mem,  
    input [31:0] rd_data_mem,  
    input [31:0] mem_addr_mem,  
    input [31:0] inst_mem,
    input [3:0] alu_op_mem,  
    input [31:0] sw_data,  
    input [31:0] ram_data,  
    output reg [31:0] reg_data_mem,  
    output reg [4:0] reg_addr_mem,  
    output reg reg_we_mem,  
    output reg [31:0] ram_addr_mem,  
    output reg [31:0] ram_data_mem,  
    output reg ram_read_enable,
    output reg ram_write_enable,
    output reg [31:0] tb_inst_mem
    );
    always @(*) begin
        if(reset == 1) begin
            reg_data_mem = 0;    
            reg_addr_mem = 0;    
            reg_we_mem = 0;       
            ram_addr_mem = 0;  
            ram_data_mem = 0; 
            ram_read_enable = 0;
            ram_write_enable = 0;
        end
        else begin  
            case (alu_op_mem)
               4'b1000 : begin
                    reg_addr_mem = rd_addr_mem;
                    reg_data_mem = ram_data;
                    reg_we_mem = rd_we_mem;
                    ram_addr_mem = mem_addr_mem;
                    ram_data_mem = 0;
                    ram_read_enable = 1;
                    ram_write_enable = 0;
               end 
               4'b0111 : begin
                    reg_data_mem = 0;
                    reg_we_mem = rd_we_mem;
                    reg_addr_mem = rd_addr_mem;
                    ram_addr_mem = mem_addr_mem;
                    ram_data_mem = sw_data;
                    ram_read_enable = 0;
                    ram_write_enable = 1;
               end
                default: begin
                    reg_we_mem = rd_we_mem;
                    reg_data_mem = rd_data_mem;
                    reg_addr_mem = rd_addr_mem;
                end 
            endcase
        end
    end
    always @(*) begin
        tb_inst_mem = inst_mem;
    end
endmodule
--- run.sh ---
#!/bin/bash
# OpenROAD 26Q1-2900-gdf79404cd8, Yosys 0.63+post, stock flow scripts
make -C /OpenROAD-flow-scripts/flow DESIGN_CONFIG=/design/flow/config.mk WORK_HOME=/design/flow/orfs finish
--- config.mk ---
export PLATFORM = sky130hd
export DESIGN_NAME = mem_stage
export DESIGN_NICKNAME = mem_stage
export VERILOG_FILES = /design/flow/design.v
export SDC_FILE = /design/flow/constraint.sdc
export NUM_CORES = 4
export LEC_CHECK = 1
export CORE_AREA = 10 10 126 126
export DIE_AREA = 0 0 136 136
--- constraint.sdc ---
current_design mem_stage

set clk_period 9.4
set clk_io_pct 0.2

create_clock -name clk0 -period $clk_period

set non_clock_inputs [all_inputs -no_clocks]
set_input_delay [expr $clk_period * $clk_io_pct] -clock clk0 $non_clock_inputs
set_output_delay [expr $clk_period * $clk_io_pct] -clock clk0 [all_outputs]
==> run summary <==
Physical implementation.

- The peak fanout along the critical path is 32.
- The area inside the core boundary is 13200 um^2.
- The repair_antennas step left the layout with diodes totalling 0.
- The number of endpoints with negative hold slack in the final report is 0.
- The number of buffers and inverters on the critical path is 3.
- The number of antenna violations at the first check in global routing is 0.
- 132 endpoints have no timing constraint.
- The data arrival time reported for the critical path is 3870 ps.
- The power report attributes to the combinational group a share of 84.8%.
- The wire length of the first global-routing pass is 13500 um.
- The detailed router placed 2237 vias in this run.
- The routed wirelength normalized by instance count is 16.1 um.
- The achievable clock frequency is 174 MHz.
- The timer found 66 register pins that no clock reaches; their paths are not timed.
- For this run, the slowest stage of the critical path takes 470 ps.
- The report lists the cells along the critical path as clkdlybuf4s50_1 > nor4b_4 > and2b_1 > buf_4 > a22o_1 > clkdlybuf4s50_1.
- The type of element capturing the critical path is an output pin.
- The final report lists the setup-violating endpoint count as 0.
- Setup repair after global routing left no endpoint under its margin.
- During placement, the flow inserted port buffers numbering 243.
- Max-slew check failures listed in the final report amount to 0.
- The script extracted a net switching power of 0.0000290 W.
- The violation tally from detailed-route iteration zero is 56.
- The synthesized netlist has a Yosys-reported chip area of 2130 um^2.
- Counting distinct cell types in the post-synthesis netlist gives 16.
- For reference, the post-synthesis area per instance comes to 9.70 um^2.
- The worst-case IR drop observed on VDD is 0.0000134 V.
- Post-CTS timing repair inserted 0 buffers for setup.
- The static leakage power is 1.82 nW.
- Cell internal power was estimated by the tool at 0.000106 W.
- The top-level I/O count is 307.
- In the log, the iteration count for the first detailed-route pass is 4.
- Detailed placement reports a standard cell area of 4480 um^2.
- The clock group share of total power is 0%.
- The area of all placed cells without fillers is 4480 um^2.
- Ranked by total cell area, the synthesized netlist is headed by dlxtn_1 (46%), a22o_1 (12%), buf_4 (12%), and2_1 (9.4%), nor2b_1 (9.1%).
- At the end of routability-driven placement, the weighted congestion stood at 0.876.
- The minimum period implied by the final worst setup slack is 5750 ps.
- The category of the most critical setup path is input port to output pin.
- Summed over all instances, the cell type with the most area after synthesis is dlxtn_1.
- The number of resized instances in the post-cts repair step is 0.
- The area added between synthesis and finish is 110%.
- The setup TNS after final layout is 0 ps.
- At the placement stage, the worst setup path has a slack of 3640 ps.
- The vertical die size is 136 um.
- The number of maximum-capacitance constraint violations is 0.
- The overall routing resource usage is 9.17%.
- The summed instance area of the synthesized netlist is 2130 um^2.
- The number of warnings issued by yosys is 1.
- The critical path's slowest stage uses the library cell clkdlybuf4s50_1.
- In this run the core area contains 42 standard-cell rows.
- Leaving out filler cells and counting taps, the final layout contains 597.
- The die is 136 um wide.
- The pin closest to its max-slew limit shows a slew of 449 ps.
- The total congestion overflow after global routing is 0.
- Leaving out fill and tap cells, the most frequent cell in the layout is clkdlybuf4s50_1.
- The worst setup path is launched from an input port.
- The post-synthesis cell count is 220.
- In this run the remaining antenna-violating nets after routing total 0.
- Including well taps, the total number of placed cells is 597.
- The wire length recorded after detailed routing is 9590 um.
- For this run, design rule violations remaining after detail routing come to 0.
- Per report_power, the sequential group accounts for 15.2% of the total.
- The core utilization at floorplan is 16.2%.
- The number of buffers inserted for hold repair after clock tree synthesis is 0.
- The fraction of synthesized cell area taken by the top area cell type is 46.5%.
- After legalization and detailed placement, the total HPWL measured 8310 um.
- The number of cells reported by Yosys stat comes to 220.
- The synthesized flop and latch total is 66.
- The final worst slack is 3650 ps.
- The top cell types in the final layout, fill and taps aside, are clkdlybuf4s50_1 (243), dlxtn_1 (66), and2_1 (32).
- The minimum hold slack is 3760 ps.
- The worst endpoint required time is 7520 ps.
- The flow ran to the end, and the final reports show no timing, DRC or antenna violations.
- Entering global routing, the biggest net connects 52 pins.
- The layout summary lists the proportion of cells stronger than drive strength 1 as 2.38%.
- The most frequent cell on the critical path is clkdlybuf4s50_1.
- The chip area is 18500 um^2.
- The via count of the first global-routing pass is 2289.
- The power per standard cell area is 30.1 nW/um^2.
- After detailed routing, the number of vias per cell comes to 3.75.
- The switching part of the total power is 21.5%.
- The worst min-delay path class is input port to output pin.
- The kind of cell with the highest combined delay along the critical path is buffers and inverters.
- The worst-case headroom to the max-slew limit is 70.1%.
- The warning total across the stage logs is 32.
- Dividing the final minimum period by the clock period gives 61.1%.
-- registers in the layout (all words and copies together) (netlist names) --
signal,flops
ram_addr_mem,32
ram_data_mem,32
ram_read_enable,1
ram_write_enable,1
-- power groups by stage --
stage	clock [W]	sequential [W]	combinational, W
4_1_cts	0	0.0000207	0.000117
5_1_grt	0	0.0000211	0.000124
6_report	0	0.0000206	0.000114
-- cells in the mapped netlist (all sizes together) --
library cell   n
buf           40
nor2           1
and2          32
clkbuf         6
a22o          32
and4b          1
dlxtn         66
nor2b         31
nor4b          1
and2b          9
nor3           1
-- layout make-up --
class | instances | area [um^2]
fill | 1333 | 8710
multi-input combinational | 108 | 803
sequential | 66 | 991
tap | 176 | 220
timing repair buffer | 247 | 2460
-- layer usage --
layer | track usage, % | vias up | share of wire, %
met2 | 14.8 | 153 | 46
met4 | 1.18 | 0 | 1.4
met1 | 11.4 | 980 | 39
met5 | 0 | - | 0
met3 | 4.12 | 16 | 13
li1 | - | 1088 | -
-- logic make-up after synthesis --
logic type / Yosys count / share of synthesized area (%)
AOI/OAI and AO/OA: 32 / 13.3
buffers and inverters: 46 / 16.2
latches: 66 / 46.5
and+or+nand+nor: 76 / 24.1
-- stage by stage --
stage          util, %  power [W]
3_5_place_dp      33.9   0.000136
4_1_cts           33.9   0.000137
2_1_floorplan        -  0.0000506
5_1_grt           33.9   0.000145
3_3_place_gp      33.9   0.000136
6_report          33.9   0.000135
-- final timing paths --
| kind | slack, ps | cells past startpoint | to | from |
|---|---|---|---|---|
| worst max-delay path | 3650 | 6 | reg_data_mem[20] | alu_op_mem[1] |
| worst min-delay path | 3760 | 0 | tb_inst_mem[0] | inst_mem[0] |
Power figures rest on the tool's default switching activity, not on a simulated workload.

**run.sh**
```bash
#!/bin/bash
# OpenROAD 26Q1-2900-gdf79404cd8, Yosys 0.63+post, stock flow scripts
make -C /OpenROAD-flow-scripts/flow DESIGN_CONFIG=/design/flow/config.mk WORK_HOME=/design/flow/orfs finish
```
**config.mk**
```make
export PLATFORM = sky130hd
export DESIGN_NAME = EX_stage
export DESIGN_NICKNAME = EX_stage
export VERILOG_FILES = /design/flow/design.v
export SDC_FILE = /design/flow/constraint.sdc
export NUM_CORES = 4
export LEC_CHECK = 1
export CORE_UTILIZATION = 30
```
**constraint.sdc**
```tcl
current_design EX_stage

set clk_period 7.0
set clk_io_pct 0.2

create_clock -name clk0 -period $clk_period

set non_clock_inputs [all_inputs -no_clocks]
set_input_delay [expr $clk_period * $clk_io_pct] -clock clk0 $non_clock_inputs
set_output_delay [expr $clk_period * $clk_io_pct] -clock clk0 [all_outputs]
```
**design.v**
```verilog
`timescale 1ns / 1ps
`timescale 1ns / 1ps
`timescale 1ns / 1ps
`timescale 1ns / 1ps
`timescale 1ns / 1ps
`timescale 1ns / 1ps
module EX_stage(
    input reset,
    input [31:0] op_1,  
    input [31:0] op_2,  
    input [31:0] op_3,  
    input [3:0] alu_op,  
    input [4:0] rd_addr,  
    input rd_we,  
    input [31:0] mem_offset,  
    input [31:0] inst_EX,
    output reg [4:0] rd_addr_wb,  
    output reg rd_we_wb,  
    output reg [31:0] rd_data,  
    output reg [31:0] mem_addr_mem,  
    output wire [3:0] alu_op_mem,  
    output wire [31:0] op_2_mem,  
    output reg [31:0] EX_inst
    );
    assign op_2_mem = op_2;  
    assign alu_op_mem = alu_op;  
    wire [31:0] alu_register;
    reg [31:0] rs1_alu;
    reg [31:0] rs2_alu;
    reg [31:0] rs3_alu;
    reg [3:0] opcode_alu;
    alu alu_ex(
        .rs1(rs1_alu),
        .rs2(rs2_alu),
        .rs3(rs3_alu),
        .reset(reset),
        .opcode(opcode_alu),
        .rd(alu_register)  
    );
    always @(*) begin
        if(reset == 1) begin
            rs1_alu = 0;
            rs2_alu = 0;
            rs3_alu = 0;
            opcode_alu = 0;      
            rd_addr_wb = 0;
            rd_data = 0;  
        end
        else begin  
            case (alu_op)
                4'b0000: begin
                    rs1_alu = op_1;
                    rs2_alu = op_2;
                    opcode_alu = 4'b0000;
                end 
                4'b0001: begin
                    rs1_alu = op_1;
                    rs2_alu = op_2;
                    opcode_alu = 4'b0001;
                end 
                4'b0010: begin
                    rs1_alu = op_1;
                    rs2_alu = op_2;
                    opcode_alu = 4'b0010;
                end 
                4'b0011: begin
                    rs1_alu = op_1;
                    rs2_alu = op_2;
                    opcode_alu = 4'b0011;
                end 
                4'b0100: begin
                    rs1_alu = op_1;
                    rs2_alu = op_2;
                    opcode_alu = 4'b0100;
                end 
                4'b0101: begin
                    rs1_alu = op_1;
                    rs2_alu = op_2;
                    opcode_alu = 4'b0101;
                end 
                4'b0111: begin
                    rs1_alu = op_1;
                    rs2_alu = mem_offset;
                    opcode_alu = 4'b0000;
                end 
                4'b1000: begin
                    rs1_alu = op_1;
                    rs2_alu = mem_offset;
                    opcode_alu = 4'b0000;
                end
                4'b0110: begin
                    rs1_alu = op_1;
                    rs2_alu = op_2;
                    rs3_alu = op_3;
                    opcode_alu = 4'b0110;
                end
                default: begin
                end
            endcase
        end
    end
    always @(*) begin
        rd_addr_wb = rd_addr;
        rd_we_wb = rd_we;
        mem_addr_mem = 0;  
        case (alu_op)
            4'b0000: begin
                rd_data = alu_register;
            end 
            4'b0001: begin
                rd_data = alu_register;
            end 
            4'b0010: begin
                rd_data = alu_register;
            end
            4'b0011: begin
                rd_data = alu_register;
            end 
            4'b0100: begin
                rd_data = alu_register;
            end 
            4'b0101: begin
                rd_data = alu_register;
            end 
            4'b0111: begin
                rd_data = 0;
                mem_addr_mem = alu_register;
            end 
            4'b1000: begin
                rd_data = 0;
                mem_addr_mem = alu_register;
            end
            4'b0110: begin
                rd_data = alu_register;
            end 
            default: begin
            end
        endcase
    end
    always @(*) begin
        EX_inst = inst_EX;
    end
endmodule
`timescale 1ns / 1ps
`timescale 1ns / 1ps
`timescale 1ns / 1ps
`timescale 1ns / 1ps
`timescale 1ns / 1ps
`timescale 1ns / 1ps
`timescale 1ns / 1ps
module alu(
    input reset,
    input [31:0]    rs1,
    input [31:0]    rs2,
    input [31:0]    rs3,
    input [3:0]     opcode,
    output[31:0]    rd  
    );
    reg [31:0] result_alu;
    reg [4:0] rs2_5b;
    always @(*)
    begin
        if(reset == 1) begin
            result_alu = 0;
        end
        else begin
            case(opcode)
                4'b0000:
                    begin
                        result_alu = rs1 + rs2;
                    end
                4'b0001:
                    begin
                        result_alu = rs1 - rs2;
                    end
                4'b0010:
                    begin
                        result_alu = rs1 & rs2;
                    end
                4'b0011:
                    begin
                        result_alu = rs1 | rs2;
                    end
                4'b0100:
                    begin
                        rs2_5b = rs2[4:0];
                        result_alu = rs1 << rs2_5b;
                    end
                4'b0101:
                    begin
                        rs2_5b = rs2[4:0];
                        result_alu = rs1 >>> rs2_5b;
                    end
                4'b0110: 
                    begin
                        result_alu = (rs1 * rs2) + rs3;
                    end
                default:
                    begin
                        result_alu = 32'bx;
                    end
            endcase
        end
    end
    assign rd = result_alu;
endmodule
```
==> flow_summary_export.csv <==
group,metric,value,unit
outcome,status,"aborted with a tool error",
outcome,haltStage,"1_2_yosys",
outcome,firstError,"ERROR: Found 5 problems in 'check -assert'.",
yosys,synth_area_leader_cell,"fa_1",
yosys,ys_warn_count,2,
yosys,synthTopCellsByArea,"fa_1 (33%), ha_1 (7.4%), and2_1 (7.4%), inv_1 (7.2%), dlxtn_1 (5.6%)",
yosys,ys_seq_elements,99,
yosys,synth_cell_types,74,
yosys,edf_count,0,
yosys,async_flop_share,0,
yosys,ys_chip_area,26700,µm²
yosys,top_area_frac,0.329,
yosys,yosys_cells,3276,
yosys,ff_type,"dlxtn_1",
-- cells by family after synthesis --
| logic type | share of synthesized area |
|---|---|
| muxes | 0.0510 |
| AOI/OAI and AO/OA | 0.121 |
| buffers and inverters | 0.136 |
| adders and majority gates | 0.407 |
| and+or+nand+nor | 0.186 |
| other | 0.000140 |
| xor gates and xnor gates | 0.0441 |
| latches | 0.0558 |
-- synthesized netlist by cell type (all sizes together), types with 3 or more instances --
| cell | n |
|---|---|
| o311a | 3 |
| nor2 | 135 |
| nor3 | 33 |
| inv | 514 |
| and2 | 315 |
| ha | 159 |
| mux2 | 4 |
| a211o | 3 |
| nand2b | 13 |
| o21ai | 91 |
| maj3 | 8 |
| nand3 | 15 |
| a21oi | 159 |
| or2 | 11 |
| and3 | 5 |
| o31ai | 11 |
| o21bai | 6 |
| or4 | 5 |
| dlxtn | 99 |
| nor4 | 6 |
| xnor2 | 96 |
| a211oi | 25 |
| nand2 | 362 |
| a2111oi | 3 |
| mux4 | 38 |
| a221oi | 29 |
| a31oi | 13 |
| o41ai | 3 |
| xor2 | 36 |
| mux2i | 46 |
| o22ai | 43 |
| a21boi | 6 |
| clkbuf | 190 |
| a221o | 3 |
| nand3b | 6 |
| fa | 439 |
| o211ai | 19 |
| a21o | 29 |
| nand4 | 3 |
| nor2b | 71 |
| buf | 146 |
| or3 | 10 |
| o21a | 35 |
